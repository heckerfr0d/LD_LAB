### flow/config.mk
export PLATFORM = sky130hd
export DESIGN_NAME = mux8
export DESIGN_NICKNAME = mux8
export VERILOG_FILES = /design/flow/design.v
export SDC_FILE = /design/flow/constraint.sdc
export NUM_CORES = 4
export LEC_CHECK = 1
export CORE_AREA = 10 10 105 105
export DIE_AREA = 0 0 115 115
export SYNTH_HDL_FRONTEND = slang
### flow/constraint.sdc
current_design mux8

set clk_period 2.5
set clk_io_pct 0.2

create_clock -name clk0 -period $clk_period

set non_clock_inputs [all_inputs -no_clocks]
set_input_delay [expr $clk_period * $clk_io_pct] -clock clk0 $non_clock_inputs
set_output_delay [expr $clk_period * $clk_io_pct] -clock clk0 [all_outputs]
### flow/design.v
module and1(output c, input a, b);
wire c1;
nand(c1, a, b);
nand(c, c1);
endmodule
module mux4(output [15:0] o, input [1:0] s, input [15:0] i0, i1, i2, i3);
wire [15:0] o1, o2;
mux_16 mux4_1(o1, s[0], i0, i1);
mux_16 mux4_2(o2, s[0], i2, i3);
mux_16 mux4_3(o, s[1], o1, o2);
endmodule
module mux_16(output [15:0] o, input s, input [15:0] i0, i1);
wire s1;
wire [15:0] a1, a2;
nand(s1, s);
and1 and_1 [15:0] (a1, s1, i0);
and1 and_2 [15:0] (a2, s, i1);
or1 or_1 [15:0] (o, a1, a2);
endmodule
module mux8(output [15:0] o, input [2:0] s, input [15:0] i0, i1, i2, i3, i4, i5, i6, i7);
wire [15:0] o1, o2;
mux4 mux4_1(o1, s[1:0], i0, i1, i2, i3);
mux4 mux4_2(o2, s[1:0], i4, i5, i6, i7);
mux_16 mux_1(o, s[2], o1, o2);
endmodule
module or1(output c, input a, input b);
wire a1, b1;
nand(a1, a);
nand(b1, b);
nand(c, a1, b1);
endmodule
### flow/run.sh
#!/bin/bash
# OpenROAD 26Q1-2900-gdf79404cd8, Yosys 0.63+post, stock flow scripts
make -C /OpenROAD-flow-scripts/flow DESIGN_CONFIG=/design/flow/config.mk WORK_HOME=/design/flow/orfs finish
==> out/summary.log <==
[status] outcome completed
[placement] HPWL after DPL 4.782 mm
[logic_synthesis] Dominant comb cell multiplexers
[placement] final RePlAce weighted congestion 0.6972
[logic_synthesis] Post-Synth Adder-Cell Area 0
[final_layout] sequential cell count 0
[final_layout] Area Growth Syn to Fin 126.8%
[drt] DRC marker count from the first detailed-route iteration 51
[global_routing] antenna violations before repair 0
[final_layout] fill cell total of the finished layout 911
[floorplan] Chip Width 115 um
[global_routing] largest net degree at the start of global routing 17
[global_routing] total overflow reported by the global router 0
[sta] final hold violations 0
[sta] Setup violations, final 0
[hold_path] terminating pin of the worst hold path o[11]
[logic_synthesis] Cell Area, Synth 0.001191 sq mm
[flow_run] Log Warnings 32
[hold_path] cell depth of the worst min-delay path 5
[critical_path] Arrival @ worst endpoint 1930 ps
[sta] FMAX 0.4113 GHz
[global_routing] Global Route Usage Sum 0.08322
[critical_path] maximum fanout along the worst path 6
[sta] number of max-slew violations in the final report 0
[critical_path] Worst Setup End Kind output port
[sta] measured slew at the worst slew-check pin 191.1 ps
[drt] DRT Wirelength 5.888 mm
[drt] vias after detailed routing 1287
[logic_synthesis] share of synthesized area occupied by flip-flops and latches 0
[logic_synthesis] Largest type area fraction 0.6176
[flow_run] total of max-cap violations 0
[placement] Port Buf Inserts 147
[floorplan] number of primary I/O pins 147
[final_layout] area of all sequential standard cells 0 sq um
[logic_synthesis] Yosys top cell by area mux4_1
[clocking] number of hold buffers added after CTS 0
[logic_synthesis] number of library cell types mapped by synthesis 8
[hold_path] Min-Delay Startpoint s[0]
[critical_path] Crit path required time 2000 ps
[drt] Antenna Cells 0
[drt] via count normalized by instance count 4.099
[sta] unrepaired setup endpoints after global routing no
[logic_synthesis] portion of netlist area occupied by mux cells 0.8445
[drt] router iterations before antenna repair 4
[logic_synthesis] Post-Synth AOI/OAI Area 0
[critical_path] type of origin of the critical path primary input
[logic_synthesis] area of the synthesized netlist per yosys stat 0.001191 sq mm
[sta] worst-case headroom to the max-slew limit 0.8732
[global_routing] wire length of the first global-routing pass 8.611 mm
[floorplan] overall chip area 0.01323 sq mm
[power_and_ir_drop] leakage power of the design 1.005 nW
[logic_synthesis] and+or+nand+nor area frac 0
[critical_path] Worst Path Class, Setup primary input to output port
[sta] post-layout minimum cycle time 2431 ps
[logic_synthesis] cell types with the largest area share after synthesis mux4_1 62%, mux2_2 15%, buf_4 10%
[global_routing] number of global-route vias before repair 1466
[drt] antenna viol nets, final 0
[sta] fraction of the cycle the final worst path needs 0.9725
[drt] Avg WL per Cell 18.75 um
[floorplan] Vert. Die Dim 115 um
[logic_synthesis] Mapped Cells 73
[logic_synthesis] Post-Synthesis Mean Instance Area 16.32 sq um
[logic_synthesis] total cells reported by yosys after synthesis 73
[logic_synthesis] Warnings, synthesis 0
[sta] Worst Hold Slack 1772 ps
[power_and_ir_drop] VDD IR-drop max 0.00006999 V
[power_and_ir_drop] power density cells 158.6 mW/mm^2
[final_layout] share of cells above drive strength 1 0.2476
[hold_path] Tightest Hold Check Type primary input to output port
[final_layout] count of clock-net buffers in the final layout 0
[floorplan] Core Density at Floorplan 0.1359
[final_layout] fin util 0.3083
[floorplan] placeable core region 0.008763 sq mm
[logic_synthesis] xor/xnor share 0
[floorplan] Std-Cell Rows 34
[drt] DRC violations left 0
[cells in the mapped netlist]
cell type and number:
buf_1 2, buf_4 16, buf_6 4, clkbuf_1 2
clkbuf_2 1, mux2_2 16, mux4_1 28, mux4_2 4
[cells by family after synthesis]
logic type,after synthesis
buf+inv,25
mux,48
[worst max path at each step]
| stage | slack [ps] | cells past startpoint | end | start |
|---|---|---|---|---|
| 4_1_cts | 10 | 6 | o[10] | s[0] |
| 5_1_grt | 20 | 6 | o[2] | s[0] |
| 6_report | 70 | 6 | o[0] | s[0] |
[worst max-delay path: stages]
cell and delay, ps:
buf_6 120, buf_12 120, buf_4 140, mux4_1 530
mux2_2 270, dlygate4sd2_1 250
[placed cells by master, fill, tap and decap left out]
master	Yosys	layout
mux2_4	0	3
mux4_2	4	22
buf_6	4	2
buf_16	0	2
dlygate4sd2_1	0	17
mux2_2	16	13
clkdlybuf4s50_1	0	128
buf_12	0	3
mux4_1	28	10
buf_4	16	5
clkdlybuf4s15_2	0	1
[power breakdown]
group / internal [mW] / total [mW] / switching, mW
Sequential: 0 / 0 / 0
Clock: 0 / 0 / 0
Combinational: 0.339 / 0.428 / 0.0892
[layout make-up]
class,instances,area [sq um],area share
multi-input cells,48,949.7,0.3516
repair buffers,158,1617,0.5984
well taps,108,135.1,0.05002
[metal layers]
layer,track usage,part of all wire
met5,0,0
met3,0.03639,0.13
met2,0.1344,0.47
met1,0.1086,0.40
met4,0,0
[stage by stage]
stage | cell area [sq um] | power [mW] | instances | setup TNS, ps | setup slack, ps
2_1_floorplan | 1191 | 0.1802 | 73 | 0 | 347.6
4_1_cts | 2705 | 0.4351 | 314 | 0 | 13.85
3_3_place_gp | 2683 | 0.4212 | 308 | -3563 | -241.3
6_report | 2701 | 0.4284 | 314 | 0 | 68.75
5_1_grt | 2701 | 0.4606 | 314 | 0 | 18.14
3_5_place_dp | 2683 | 0.4239 | 308 | -3541 | -238.8
[repair_timing]
item                                    4_1_cts  5_1_grt
gates cloned                                  2        0
resized                                      43        3
endpoints found under the setup margin       16        1
setup buffers                                 4        0
Power figures rest on the tool's default switching activity, not on a simulated workload.
