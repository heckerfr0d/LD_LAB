<file path="constraint.sdc">
current_design and_16

set clk_period 1.0
set clk_io_pct 0.2

create_clock -name clk0 -period $clk_period

set non_clock_inputs [all_inputs -no_clocks]
set_input_delay [expr $clk_period * $clk_io_pct] -clock clk0 $non_clock_inputs
set_output_delay [expr $clk_period * $clk_io_pct] -clock clk0 [all_outputs]
</file>
<file path="run.sh">
#!/bin/bash
# OpenROAD 26Q1-2900-gdf79404cd8, Yosys 0.63+post, stock flow scripts
make -C /OpenROAD-flow-scripts/flow DESIGN_CONFIG=/design/flow/config.mk WORK_HOME=/design/flow/orfs finish
</file>
<file path="config.mk">
export PLATFORM = sky130hd
export DESIGN_NAME = and_16
export DESIGN_NICKNAME = and_16
export VERILOG_FILES = /design/flow/design.v
export SDC_FILE = /design/flow/constraint.sdc
export NUM_CORES = 4
export LEC_CHECK = 1
export CORE_AREA = 10 10 70 70
export DIE_AREA = 0 0 80 80
export SYNTH_HDL_FRONTEND = slang
</file>
<file path="design.v">
module and1(output c, input a, b);
wire c1;
nand(c1, a, b);
nand(c, c1);
endmodule
module and_16(output [15:0] c, input [15:0] a, b);
and1 and_16_1 [15:0] (c, a, b);
endmodule
</file>
==> impl_report.txt <==
IMPLEMENTATION SUMMARY REPORT
----------------------------------------------------
[STA]
  FMAX ........................ 1080 MHz
  Slew headroom ........................ 0.968
  Transition time of the tightest slew-check pin ........................ 0.0480 ns
  Finish-stage setup viols ........................ 0
  Count of final hold-check violations ........................ 0
  Unrepaired setup endpoints after global routing ........................ false
  Final worst path period need ........................ 0.929 ns
  Fin crit share ........................ 0.929
  Final tally of max-slew violations ........................ 0

[Floorplan]
  Floorplan die height ........................ 80 microns
  Chip area ........................ 6400 sq um
  Starting Density ........................ 0.0645
  Number of placement rows ........................ 21
  Count of pins on the block boundary ........................ 48
  Die X-Extent ........................ 80 microns
  Floorplan core area ........................ 3420 sq um

[Finish]
  FFs & Latches ........................ 0
  Finished Cell Area ........................ 523 sq um
  Share of final-layout standard cells stronger than drive strength 1 ........................ 0.234
  Number of clock buffer instances in the layout ........................ 0
  Fillers ........................ 422
  Area added between synthesis and finish ........................ 138%
  Area occupied by registers ........................ 0 sq um

[Detailed routing]
  Detailed Routing Iterations Pass 1 ........................ 2
  DR WL/cell ........................ 9.54 microns
  Total number of vias ........................ 280
  Vias per inst ........................ 2.55
  Detailed Route Iter0 Violations ........................ 1
  Remaining routing DRC violations ........................ 0
  Post-route antenna net violation count ........................ 0
  Total length of routed wires ........................ 1.05 mm
  Antenna cells ........................ 0

[Hold path]
  End point of the most critical hold path ........................ c[8]
  Startpoint of the lowest-slack hold path ........................ a[8]
  Worst min path class ........................ in2out
  Cell depth of the worst min-delay path ........................ 3

[Placement]
  Half-perimeter wire length of the detailed placement result ........................ 1.06 mm
  Number of buffers added on ports ........................ 48
  Cell Area, Placed ........................ 638 sq um
  Routability cong. ........................ 0.736

[Power]
  Leakage power ........................ 0.287 nW
  Pwr Total ........................ 123 uW
  Worst supply voltage drop on vdd ........................ 0.0451 mV
  Pwr/cell area ........................ 236 nW/um^2

[Worst setup path]
  Crit. End Element ........................ primary output
  Top cell family by delay on the critical path ........................ buffers and inverters
  Data required time at the worst endpoint ........................ 0.80 ns
  Cell chain of the critical path ........................ dlygate4sd2_1 -> and2_1 -> clkdlybuf4s15_1
  Buffer-and-inverter tally for the worst setup path ........................ 2
  Slowest cell on the critical path ........................ sky130_fd_sc_hd__dlygate4sd2_1
  Critical path start-end classification ........................ in2out
  Highest net fanout along the worst path ........................ 1
  CP startpoint kind ........................ primary input
  Worst path arrival time ........................ 0.73 ns
  Stage delay of the slowest cell on the critical path ........................ 0.23 ns

[Yosys]
  Tally of unique sky130hd cells used after synthesis ........................ 2
  Share of synthesized area occupied by flip-flops and latches ........................ 0
  Cell area after synthesis ........................ 220 sq um
  Number of cells produced by synthesis ........................ 32
  Yosys-reported design area after synthesis ........................ 220 sq um
  Total of warnings raised by yosys ........................ 0
  Yosys cell count ........................ 32
  Post-synthesis area per instance ........................ 6.88 sq um

[GRT]
  Pin count of the biggest net entering global routing ........................ 2
  Final global-route overflow total ........................ 0
  Wire length of the first global-routing pass ........................ 1.46 mm
  Total global routing track utilization ........................ 0.0279
  Number of global-route vias before repair ........................ 321
  Initial antenna violation count ........................ 0

[Run]
  Count of warning messages emitted by the tools ........................ 32
  Max-cap violation count ........................ 0

[CTS]
  Post-CTS setup-driven buffer insertion count ........................ 0
  Number of buffers inserted for hold repair after clock tree synthesis ........................ 0
  Number of gates resized after CTS ........................ 83

[Run status]
  Run status ........................ finished clean

----------------------------------------------------
[power by group]
part	switching (mW)	total [mW]	leakage [nW]	internal, mW
clock	0	0	0	0
sequential	0	0	0	0
combinational	0.0233	0.123	0.287	0.0999
total	0.0233	0.123	0.287	0.0999
[worst max path at each step]
| stage | from | endpoint | cells after the start |
|---|---|---|---|
| 6_report | b[1] | c[1] | 3 |
| 5_1_grt | b[1] | c[1] | 3 |
| 4_1_cts | b[1] | c[1] | 3 |
[through the flow]
stage	setup TNS, ns	instances	setup WS, ns	utilization	hold slack (ns)
after floorplan	0	32	0.360	-	0.576
after global placement	-6.92	110	-0.458	0.187	1.32
after detailed placement	-6.97	110	-0.468	0.187	1.32
after CTS	0	110	0.0595	0.153	0.768
after global routing	0	110	0.0530	0.153	0.784
final	0	110	0.0708	0.153	0.764
[logic make-up after synthesis]
logic type | Yosys count | share of synthesized area
and+or+nand+nor | 16 | 0.455
buffers and inverters | 16 | 0.545
[placed cells by master, fill, tap and decap left out, drive strengths merged]
cell / count
dlygate4sd2: 32
buf: 15
and2: 16
clkdlybuf4s15: 1
[layout make-up]
class | instances | area (sq um) | area share
multi-input combinational | 16 | 100 | 0.191
tap | 46 | 57.6 | 0.110
timing repair buffer | 48 | 365 | 0.699
[tightest hold or removal path: stages]
cell and delay (ns):
sky130_fd_sc_hd__dlygate4sd2_1 0.18, sky130_fd_sc_hd__and2_1 0.10, sky130_fd_sc_hd__buf_2 0.08
[cell usage after synthesis]
master	number	area, sq um
sky130_fd_sc_hd__and2_1	16	100
sky130_fd_sc_hd__buf_4	16	120
[routing by layer]
| metal | GRT usage | wire length, microns |
|---|---|---|
| met1 | 0.0297 | 421 |
| met2 | 0.0449 | 418 |
| met3 | 0.0227 | 208 |
| met4 | 0 | 0 |
| met5 | 0 | 0 |
Power and IR drop assume default switching activity.
