**/design/flow/config.mk**
```make
export PLATFORM = sky130hd
export DESIGN_NAME = or_16
export DESIGN_NICKNAME = or_16
export VERILOG_FILES = /design/flow/design.v
export SDC_FILE = /design/flow/constraint.sdc
export NUM_CORES = 4
export LEC_CHECK = 1
export CORE_AREA = 10 10 70 70
export DIE_AREA = 0 0 80 80
export SYNTH_HDL_FRONTEND = slang
```
**/design/flow/constraint.sdc**
```tcl
current_design or_16

set clk_period 1.0
set clk_io_pct 0.2

create_clock -name clk0 -period $clk_period

set non_clock_inputs [all_inputs -no_clocks]
set_input_delay [expr $clk_period * $clk_io_pct] -clock clk0 $non_clock_inputs
set_output_delay [expr $clk_period * $clk_io_pct] -clock clk0 [all_outputs]
```
**/design/flow/design.v**
```verilog
module or1(output c, input a, input b);
wire a1, b1;
nand(a1, a);
nand(b1, b);
nand(c, a1, b1);
endmodule
module or_16(output [15:0] c, input [15:0] a, b);
or1 or_16_1 [15:0] (c, a, b);
endmodule
```
**/design/flow/run.sh**
```bash
#!/bin/bash
# OpenROAD 26Q1-2900-gdf79404cd8, Yosys 0.63+post, stock flow scripts
make -C /OpenROAD-flow-scripts/flow DESIGN_CONFIG=/design/flow/config.mk WORK_HOME=/design/flow/orfs finish
```
==> changes_impl.md <==
## Flow update

- Hold bufs inserted after CTS: 0
- Netlist area before placement: 220 um^2
- Post-detailed-route count of antenna-violating nets: 0
- Final estimated routing congestion in global placement: 0.741
- FP Rows: 21
- Relative area change from synthesis to final layout: 135%
- Initial antenna violation count: 0
- Average wire length per cell after detail routing: 9.60 um
- Global-route wire length before repair: 1.45 mm
- Leakage power: 0.248 nW
- Sequential cell area: 0 um^2
- Final sum of negative setup slack: 0 ns
- Placeable core region: 0.00342 mm^2
- Top comb family, area: buffers and inverters
- Number of post-CTS setup repair buffers: 0
- DRC viols: 0
- # IOs: 48
- Yosys aoi share: 0
- Fa+ha+maj area frac: 0
- Gate Count Post-Synth: 32
- Post-synthesis share of cell area spent on and, or, nand and nor gates: 0.455
- Multi-input gate area: 100 um^2
- Status: finished clean
- Antenna diode count: 0
- Critical Setup Path Class: in -> out
- Post-synth seq share: 0
- Final design instance area without fill: 518 um^2
- Number of buffer cells added on primary ports: 48
- YS chip area: 220 um^2
- Area enclosed by the die boundary: 0.00640 mm^2
- Worst slew margin relative to its limit: 0.967
- Tool Warnings: 32
- Final setup violation count: 0
- Drt total wl: 1.06 mm
- Xor-xnor portion of the synthesized cell area: 0
- Worst slack after detailed placement: -0.465 ns
- Endpoint kind of the worst setup timing path: output port
- PnR worst setup slack: 0.0417 ns
- Number of distinct standard cells referenced by the synthesized netlist: 2
- Data arrival time at the worst-slack endpoint: 0.76 ns
- Residual overflow from global routing: 0
- Flip-flops: 0
- Kind of start point of the critical path: input port
- Count of clock buffers in the final design: 0
- Max-slew violation total from the final report: 0
- Horizontal die dimension: 80 um
- Total of cells resized after clock tree synthesis: 83
- Final min period: 0.958 ns
- Maximum number of pins on one net before global-route repair: 2
- Iter 0 DRT Violations: 4
- Layout cells sized above 1: 0.250
- Number of warnings printed during yosys synthesis: 0
- Number of violations of the max-capacitance limit: 0
- Final Util: 0.152
- Mean number of vias per cell: 2.55
- Worst Hold Margin: 0.741 ns
- Worst hold path type: in -> out
- Cell Pwr Density: 234 mW/mm^2
- Worst IR Drop VDD: 0.0413 mV
- Number of filler cells placed in the layout: 427
- Vertical extent of the die: 80 um
- Post-detail-place hpwl: 1.03 mm
- Critical Path Fanout Max: 1
- Number of hold violations in the final report: 0
- Mean post-synth cell area: 6.88 um^2
- Yosys Instances: 32
- Overall fraction of global-route tracks in use: 0.0279
- Total number of vias: 280
- Via count of the first global-routing pass: 302
- Initial cell density of the core: 0.0645
- Detailed Routing Iterations Pass 1: 2
- Unrepaired setup endpoints after global routing: no
- Cell area after placement: 638 um^2
- Highest attainable clock frequency: 1040 MHz
- Worst endpoint required time: 0.80 ns
- Final worst path period share: 0.958
- Mux share of post-synthesis cell area: 0
- Pin slew with the least headroom to its limit: 0.0499 ns
==> per-layer routing <==
| metal | wire (um) | GRT usage |
|---|---|---|
| met5 | 0 | 0 |
| met4 | 0 | 0 |
| met3 | 163 | 0.0170 |
| met2 | 455 | 0.0465 |
| met1 | 437 | 0.0316 |
==> kinds of logic (layout without fill, tap and decap cells) <==
logic type | after synthesis | in the layout
buffers and inverters | 16 | 48
AND/OR/NAND/NOR | 16 | 16
==> worst paths after layout <==
kind,from,end,depth (start not counted)
min,b[10],c[10],3
max,a[7],c[7],3
==> power by group <==
group	total (mW)	internal, mW	switching [mW]
combinational	0.121	0.0976	0.0237
sequential	0	0	0
clock	0	0	0
total	0.121	0.0976	0.0237
==> cells in the final DEF (no fill, tap or decap), drive strengths merged <==
master	synthesis	final
dlygate4sd2	0	32
or2	16	16
buf	16	16
==> synth_stat cells <==
| cell | n | area share |
|---|---|---|
| sky130_fd_sc_hd__or2_1 | 16 | 0.45 |
| sky130_fd_sc_hd__buf_4 | 16 | 0.55 |
==> critical path, stage by stage <==
cell,delay (ns)
sky130_fd_sc_hd__dlygate4sd2_1,0.22
sky130_fd_sc_hd__or2_1,0.21
sky130_fd_sc_hd__buf_2,0.13
==> through the flow <==
stage                     cells  power (mW)
after floorplan              32      0.0589
after global placement      110       0.201
after detailed placement    110       0.203
after CTS                   110       0.126
after global routing        110       0.137
final                       110       0.121
==> cell type report <==
type                            instances  share of cell area
Timing Repair Buffer                   48               0.696
Multi-Input combinational cell         16               0.193
Tap cell                               46               0.111
Power is estimated from default activity; no workload was simulated.
